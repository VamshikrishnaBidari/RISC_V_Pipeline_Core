==> ./config.mk <==
export PLATFORM = sky130hd
export DESIGN_NAME = decode_cycle
export DESIGN_NICKNAME = decode_cycle
export VERILOG_FILES = /design/flow/design.v
export SDC_FILE = /design/flow/constraint.sdc
export NUM_CORES = 4
export LEC_CHECK = 1
export CORE_UTILIZATION = 50
==> ./constraint.sdc <==
current_design decode_cycle

set clk_period 2.6
set clk_io_pct 0.2

create_clock -name clk0 -period $clk_period [get_ports {clk}]

set non_clock_inputs [all_inputs -no_clocks]
set_input_delay [expr $clk_period * $clk_io_pct] -clock clk0 $non_clock_inputs
set_output_delay [expr $clk_period * $clk_io_pct] -clock clk0 [all_outputs]
==> ./design.v <==
module alu_decoder(ALUOp, op5, funct7_5, funct3, aluControl);
    input [1:0] ALUOp;
    input op5;                
    input funct7_5;          
    input [2:0] funct3;      
    output [2:0] aluControl;
    wire [1:0] op5_funct7_5;
    assign op5_funct7_5 = {op5, funct7_5};
    assign aluControl = (ALUOp == 2'b00) ? 3'b000 :                      
                        (ALUOp == 2'b01) ? 3'b001 :                      
                        (ALUOp == 2'b10 && funct3 == 3'b010) ? 3'b101 :  
                        (ALUOp == 2'b10 && funct3 == 3'b110) ? 3'b011 :  
                        (ALUOp == 2'b10 && funct3 == 3'b111) ? 3'b010 :  
                        (ALUOp == 2'b10 && funct3 == 3'b000 && op5_funct7_5 == 2'b11) ? 3'b001 :  
                        (ALUOp == 2'b10 && funct3 == 3'b000 && op5_funct7_5 != 2'b11) ? 3'b000 :  
                        3'b000;  
endmodule                            
module Control_Unit_Top (
    input  [6:0] opcode, funct7,
    input  [2:0] funct3,
    output       RegWrite, MemWrite, Branch, ALUSrc, ResultSrc,
    output [1:0] ImmSrc,
    output [2:0] ALUControl
);
    wire [1:0] ALUOp;
    wire       op5      = opcode[5];
    wire       funct7_5 = funct7[5];
    main_decoder u_main_decoder (
        .op(opcode),
        .RegWrite(RegWrite),
        .MemWrite(MemWrite),
        .ResultSrc(ResultSrc),
        .ALUSrc(ALUSrc),
        .ImmSrc(ImmSrc),
        .ALUOp(ALUOp),
        .Branch(Branch)
    );
    alu_decoder u_alu_decoder (
        .ALUOp(ALUOp),
        .op5(op5),
        .funct7_5(funct7_5),
        .funct3(funct3),
        .aluControl(ALUControl)
    );
endmodule
module main_decoder(op, RegWrite, MemWrite, ResultSrc, ALUSrc, ImmSrc, ALUOp, Branch);
    input  [6:0] op;
    output       RegWrite, MemWrite, ResultSrc, ALUSrc, Branch;
    output [1:0] ImmSrc, ALUOp;
    wire is_r   = (op == 7'b0110011);
    wire is_lw  = (op == 7'b0000011);
    wire is_sw  = (op == 7'b0100011);
    wire is_beq = (op == 7'b1100011);
    assign RegWrite  = is_r | is_lw;
    assign MemWrite  = is_sw;
    assign ResultSrc = is_lw;
    assign ALUSrc    = is_lw | is_sw;
    assign Branch    = is_beq;
    assign ImmSrc = is_sw ? 2'b01 :
                    is_beq ? 2'b10 :
                             2'b00;
    assign ALUOp = is_beq ? 2'b01 :
                   is_r   ? 2'b10 :
                            2'b00;
endmodule
module decode_cycle(clk, rst, flushE,
                    InstrD, PCD, PCPlus4D, RS1D, RS2D,
                    RegWriteW, RDW, ResultW, RS1E, RS2E, RD1E, RD2E, ImmExtE, PCPlus4E, RDE, PCE,
                    RegWriteE, ResultSrcE, MemWriteE, BranchE, ALUControlE, ALUSrcE);
    input clk, rst;
    input [31:0] InstrD, PCD, PCPlus4D;
    input RegWriteW;
    input [4:0] RDW;
    input [31:0] ResultW;
    input flushE;
    output [4:0] RS1D, RS2D;
    output [4:0] RS1E, RS2E;
    output [31:0] RD1E, RD2E, ImmExtE, PCPlus4E;
    output [4:0] RDE;
    output [31:0] PCE;
    output RegWriteE, ResultSrcE, MemWriteE, BranchE;
    output [2:0] ALUControlE;
    output ALUSrcE;
    wire RegWriteD, ResultSrcD, MemWriteD, BranchD, ALUSrcD;
    wire [2:0] ALUControlD;
    wire [31:0] RD1D, RD2D, ImmExtD;
    wire [1:0]  ImmSrcD;
    assign RS1D = InstrD[19:15];
    assign RS2D = InstrD[24:20];
    reg RegWriteE_r, ResultSrcE_r, MemWriteE_r, BranchE_r, ALUSrcE_r;
    reg [2:0] ALUControlE_r;
    reg [31:0] RD1E_r, RD2E_r, ImmExtE_r, PCPlus4E_r, PCE_r;
    reg [4:0] RDE_r, RS1E_r, RS2E_r;
    register_file u_register_file (
        .clk(clk),
        .rst(rst),
        .WE3(RegWriteW),
        .A1(InstrD[19:15]),
        .A2(InstrD[24:20]),
        .A3(RDW),
        .WD3(ResultW),
        .RD1(RD1D),
        .RD2(RD2D)
    );
    sign_extend u_sign_extend (
        .In(InstrD),
        .ImmExt(ImmExtD),
        .ImmSrc(ImmSrcD)
    );
    Control_Unit_Top u_cut (
        .opcode(InstrD[6:0]),
        .funct7(InstrD[31:25]),
        .funct3(InstrD[14:12]),
        .RegWrite(RegWriteD),
        .MemWrite(MemWriteD),
        .Branch(BranchD),
        .ALUSrc(ALUSrcD),
        .ResultSrc(ResultSrcD),
        .ImmSrc(ImmSrcD),
        .ALUControl(ALUControlD)
    );
    always @(posedge clk or negedge rst) begin
        if (!rst) begin
            RegWriteE_r   <= 1'b0;
            ResultSrcE_r  <= 1'b0;
            MemWriteE_r   <= 1'b0;
            BranchE_r     <= 1'b0;
            ALUSrcE_r     <= 1'b0;
            ALUControlE_r <= 3'b0;
            RD1E_r        <= 32'b0;
            RD2E_r        <= 32'b0;
            ImmExtE_r     <= 32'b0;
            PCPlus4E_r    <= 32'b0;
            PCE_r         <= 32'b0;
            RDE_r         <= 5'b0;
            RS1E_r        <= 5'b0;
            RS2E_r        <= 5'b0;
        end else if (flushE) begin
            RegWriteE_r   <= 1'b0;
            ResultSrcE_r  <= 1'b0;
            MemWriteE_r   <= 1'b0;
            BranchE_r     <= 1'b0;
            ALUSrcE_r     <= 1'b0;
            ALUControlE_r <= 3'b0;
            RD1E_r        <= 32'b0;
            RD2E_r        <= 32'b0;
            ImmExtE_r     <= 32'b0;
            PCPlus4E_r    <= 32'b0;
            PCE_r         <= 32'b0;
            RDE_r         <= 5'b0;
            RS1E_r        <= 5'b0;
            RS2E_r        <= 5'b0;
        end else begin
            RegWriteE_r   <= RegWriteD;
            ResultSrcE_r  <= ResultSrcD;
            MemWriteE_r   <= MemWriteD;
            BranchE_r     <= BranchD;
            ALUSrcE_r     <= ALUSrcD;
            ALUControlE_r <= ALUControlD;
            RD1E_r        <= RD1D;
            RD2E_r        <= RD2D;
            ImmExtE_r     <= ImmExtD;
            PCPlus4E_r    <= PCPlus4D;
            PCE_r         <= PCD;
            RDE_r         <= InstrD[11:7];
            RS1E_r        <= RS1D;
            RS2E_r        <= RS2D;
        end
    end
    assign RS1E       = RS1E_r;
    assign RS2E       = RS2E_r;
    assign RD1E       = RD1E_r;
    assign RD2E       = RD2E_r;
    assign ImmExtE    = ImmExtE_r;
    assign PCPlus4E   = PCPlus4E_r;
    assign PCE        = PCE_r;
    assign RDE        = RDE_r;
    assign RegWriteE  = RegWriteE_r;
    assign ResultSrcE = ResultSrcE_r;
    assign MemWriteE  = MemWriteE_r;
    assign BranchE    = BranchE_r;
    assign ALUControlE= ALUControlE_r;
    assign ALUSrcE    = ALUSrcE_r;
endmodule
module register_file(clk, rst, WE3, A1, A2, A3, WD3, RD1, RD2);
    input clk, rst;                
    input WE3;                     
    input [4:0] A1, A2, A3;       
    input [31:0] WD3;             
    output [31:0] RD1, RD2;       
    reg [31:0] reg_file [31:0];
    assign RD1 = (!rst) ? 32'b0 :
                 (WE3 && (A1 == A3) && (A3 != 5'd0)) ? WD3 : reg_file[A1];
    assign RD2 = (!rst) ? 32'b0 :
                 (WE3 && (A2 == A3) && (A3 != 5'd0)) ? WD3 : reg_file[A2];
    always @(posedge clk or negedge rst) begin
        if (!rst) begin
            integer i;
            for (i = 0; i < 32; i = i + 1) begin
                reg_file[i] <= 32'b0;
            end
        end else if (WE3 && A3 != 5'd0) begin
            reg_file[A3] <= WD3;  
        end
    end
endmodule
module sign_extend(In, ImmExt, ImmSrc);
    input [31:0] In;
    input [1:0] ImmSrc;
    output reg [31:0] ImmExt;
    always @(*) begin
        case (ImmSrc)
            2'b00: ImmExt = {{20{In[31]}}, In[31:20]};                
            2'b01: ImmExt = {{20{In[31]}}, In[31:25], In[11:7]};     
            2'b10: ImmExt = {{19{In[31]}}, In[31], In[7], In[30:25], In[11:8], 1'b0};  
            default: ImmExt = 32'b0;  
        endcase
    end
endmodule
==> ./run.sh <==
#!/bin/bash
# OpenROAD 26Q1-2900-gdf79404cd8, Yosys 0.63+post, stock flow scripts
make -C /OpenROAD-flow-scripts/flow DESIGN_CONFIG=/design/flow/config.mk WORK_HOME=/design/flow/orfs finish
==> impl_metrics.tcl <==
# implementation run metrics
set metrics [dict create \
    via_count 54122 \
    final_max_slew_viol_count 0 \
    r2r-end "RD2E_r[7]" \
    grt_overflow_total 0 \
    port_buffers 329 \
    final_area_um2 76000 \
    final_common_cell "dfrtp_1" \
    clk_latency_ps 790 \
    rsz0062_at_grt "no" \
    wl_um 318000 \
    top_cell_area_share_pct 51.2 \
    yosysTopAreaCell "dfrtp_1" \
    ys_cells 4959 \
    clockRootBuffer "clkbuf_16" \
    fp.dieW_um 343 \
    area_growth_pct 30.8 \
    fin_worst_skew_ps 24.4 \
    p_leak_uw 0.0346 \
    syn_area_um2 58100 \
    worstMarginPinSlew_ps 1450 \
    arrival_ps 3210 \
    numSynthFlops 1188 \
    ir_worst_vdd_mv 0.744 \
    grt_pass1_vias 53302 \
    cts_setup_buffers 0 \
    yosysSeqAreaShare_pct 51.2 \
    initial_utilization_pct 50.6 \
    outcome "finished clean" \
    drcViolationCount 0 \
    antenna_found_initial 32 \
    tns_ps 0 \
    synth_cell_type_count 73 \
    cp_max_fo 7 \
    drtIter0Drc 6769 \
    avgSynthCellArea_um2 11.7 \
    die-area_um2 118000 \
    warning_count 61 \
    hpwlAfterDp_um 221000 \
    start_kind "input port" \
    fmax_mhz 389 \
    worst-setup-path-type "input port to register" \
    yosys_area_um2 58100 \
    setup_viol 0 \
    ys_warn_count 4 \
    tritoncts.num_buffers 133 \
    synth-edff-count 0 \
    endpoint_kind "register" \
    hold_class "input port to asynchronous set/reset pin" \
    grt_max_degree 135 \
    clk_path_buf_depth 3 \
    chipHeight_um 343 \
    pre_cts_ws_ps -686 \
    tritoncts "yes" \
    synth.area.top_cells "dfrtp_1 (51%), mux2_2 (19%), a22oi_1 (7.9%), and3_1 (3.8%), clkbuf_1 (1.9%)" \
    fp.coreArea_um2 115000 \
    max_cap_violations 0 \
    grt_pass1_wl_um 434000 \
    most-common-layout-cells "dfrtp_1 (1,187), mux2_2 (988), buf_4 (645)" \
    htreeDepth 4 \
    gp_congestion 1.10 \
    synth-async-reset-ratio_pct 100 \
    r2r_start "u_register_file.reg_file[4][7]" \
    hold_viol 0 \
    grt_usage_pct 57.2 \
    firstDrtPassIters 32 \
    cp.required_ps 3240 \
    slew_headroom_pct 3.12 \
    ff2ff_setup_slack_ps 260 \
    powerDensity_nw_per_um2 684 \
    placed_cell_area_um2 71400 \
    placed_cells 7161 \
    synthCells 4959 \
    flop_cell "dfrtp_1" \
    rows 124 \
    setup_ws_ps 29.3 \
    post-route-min-period_ps 2570 \
    rr_worst_depth 6 \
    viasPerCell 7.28 \
    path_clk_slew_ps 60 \
    instances_no_fill 7437 \
    io_pins 330 \
    cts.sinks 1188 \
    wire_per_inst_um 42.8 \
    period_used_pct 98.9 \
    drive_gt1_share_pct 38.5 \
    ant_nets 0 \
]
[flip-flops by register name, indices dropped and copies added, names as in the netlist]
signal and cells:
u_register_file.reg_file 1024, PCE_r 32, PCPlus4E_r 32, RD1E_r 32
RD2E_r 32, ImmExtE_r 13, RDE_r 5, RS1E_r 5
RS2E_r 5, ALUControlE_r 3, ALUSrcE_r 1, BranchE_r 1
MemWriteE_r 1, RegWriteE_r 1, ResultSrcE_r 1
[how the worst max path moves through the flow]
stage             start          end
4_1_cts   ImmExtE_r[30]  ImmExtE[12]
5_1_grt      InstrD[24]    RD2E_r[7]
6_report     InstrD[16]   RD1E_r[14]
[power by group]
part / leakage [uW] / internal [uW] / switching, uW
clock: 0.00220 / 11400 / 8120
combinational: 0.0171 / 4000 / 3620
sequential: 0.0153 / 21600 / 3170
[critical path, stage by stage]
cell and delay, ps:
buf_2 200, buf_4 200, and3b_1 320, buf_4 250
and3_1 190, a2111oi_0 920, nand3_1 160, nor4_1 320
o21ai_1 130
[layout make-up]
type	instances	area (um2)
fill	8532	38800
sequential	1188	29700
multi-input combinational	3215	26400
timing repair buffer	1237	13400
clock buffer	181	3820
tap	1512	1890
clock inverter	52	622
antenna	42	105
inverter	10	37.5
[stage by stage]
stage	total power [uW]	hold slack (ps)	utilization (%)
after floorplan	27600	224	-
after global placement	32000	344	62.2
after detailed placement	32200	340	62.2
after CTS	51600	181	66.1
after global routing	53300	201	66.1
final	51900	220	66.2
[Yosys cell counts (5+ instances only)]
| cell type | n |
|---|---|
| dfrtp_1 | 1188 |
| mux2_2 | 988 |
| a22oi_1 | 612 |
| and3_1 | 353 |
| clkbuf_1 | 287 |
| buf_2 | 161 |
| nand2_1 | 146 |
| nand3_1 | 145 |
| nand4_1 | 129 |
| a2111oi_0 | 111 |
| nor2b_1 | 96 |
| o21ai_0 | 83 |
| nor2_1 | 79 |
| nor4_1 | 59 |
| o21ai_1 | 57 |
| a21oi_1 | 51 |
| buf_4 | 51 |
| buf_1 | 33 |
| a221oi_1 | 29 |
| a32oi_1 | 22 |
| nor2_2 | 22 |
| a22o_1 | 20 |
| nand3b_1 | 17 |
| nor3_1 | 17 |
| nand2b_1 | 16 |
| buf_6 | 12 |
| mux2i_1 | 12 |
| inv_1 | 10 |
| mux2_1 | 10 |
| or3_1 | 9 |
| xor2_1 | 9 |
| a2111oi_2 | 8 |
| and3b_1 | 8 |
| a211oi_1 | 7 |
| nor3b_1 | 7 |
| a32o_1 | 6 |
| or2_2 | 6 |
| a222oi_1 | 5 |
| and2_1 | 5 |
| nor2_4 | 5 |
| o22ai_1 | 5 |
| or3b_2 | 5 |
| or4_1 | 5 |
[cell families (layout without fill, tap and decap cells)]
group                     Yosys count  count (layout)  synth area share, %
DFF                              1188            1188                 51.2
and+or+nand+nor                  1156            1156                 11.5
AOI/OAI and AO/OA                1038            1038                 13.2
muxes                            1011            1011                 19.6
buffers and inverters             556            1480                 4.43
xor gates and xnor gates           10              10                0.151
other                               0              42                    0
[routing by layer]
metal	track usage, %	vias to the layer above	wire length (um)
li1	-	20544	-
met1	70.3	26785	108000
met5	4.17	-	727
met4	37.7	49	28300
met2	71.7	5074	124000
met3	40.2	1670	57700
[repair_timing]
action | in CTS | in global routing
gates resized | 1 | 2
hold buffers | 1 | 0
hold endpoints to repair | 453 | 0
setup endpoints to repair | 20 | 2
Power is estimated from default activity; no workload was simulated.
