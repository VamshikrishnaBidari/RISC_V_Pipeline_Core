`design/flow/run.sh`:
```
#!/bin/bash
# OpenROAD 26Q1-2900-gdf79404cd8, Yosys 0.63+post, stock flow scripts
make -C /OpenROAD-flow-scripts/flow DESIGN_CONFIG=/design/flow/config.mk WORK_HOME=/design/flow/orfs finish
```
`design/flow/config.mk`:
```
export PLATFORM = sky130hd
export DESIGN_NAME = fetch_cycle
export DESIGN_NICKNAME = fetch_cycle
export VERILOG_FILES = /design/flow/design.v
export SDC_FILE = /design/flow/constraint.sdc
export NUM_CORES = 4
export LEC_CHECK = 1
export CORE_UTILIZATION = 50
export SYNTH_MEMORY_MAX_BITS = 65536
```
`design/flow/constraint.sdc`:
```
current_design fetch_cycle

set clk_period 4.2
set clk_io_pct 0.2

create_clock -name clk0 -period $clk_period [get_ports {clk}]

set non_clock_inputs [all_inputs -no_clocks]
set_input_delay [expr $clk_period * $clk_io_pct] -clock clk0 $non_clock_inputs
set_output_delay [expr $clk_period * $clk_io_pct] -clock clk0 [all_outputs]
```
`design/flow/design.v`:
```
module PC_Adder(c, a, b);
    input [31:0] a, b;           
    output [31:0] c;             
    assign c = a + b;            
endmodule
module P_C(clk, rst, EN, PC, PC_NEXT);
    input clk, rst, EN;
    input [31:0] PC_NEXT;
    output reg [31:0] PC;
    always @(posedge clk or negedge rst) begin
        if (!rst) begin
            PC <= 32'h00000000;  
        end else if (!EN) begin  
            PC <= PC_NEXT;       
        end
    end
endmodule
module fetch_cycle (clk, rst, stallF, EN, flushD, InstrD, PCPlus4D, PCD, PCSrcE, PCTargetE);
    input clk, rst;
    input stallF, EN, flushD;
    input PCSrcE;
    input [31:0] PCTargetE;
    output [31:0] InstrD, PCPlus4D, PCD;
    wire [31:0] PCNextF, PCPlus4_F, PCF, InstrF;
    reg  [31:0] InstrF_reg, PCF_reg, PCPlus4F_reg;
    Mux PC_Mux (
        .a(PCPlus4_F),
        .b(PCTargetE),
        .s(PCSrcE),
        .c(PCNextF)
    );
    P_C Program_Counter (
        .clk(clk),
        .rst(rst),
        .EN(stallF),
        .PC(PCF),
        .PC_NEXT(PCNextF)
    );
    PC_Adder PCadder_F (
        .c(PCPlus4_F),
        .a(PCF),
        .b(32'd4)
    );
    instruction_memory Inst_Mem_F (
        .A(PCF), 
        .RD(InstrF), 
        .rst(rst)
    );                                                                                                                       
    always @(posedge clk or negedge rst) begin
        if(!rst) begin
            InstrF_reg    <= 32'b0;
            PCF_reg       <= 32'b0;
            PCPlus4F_reg  <= 32'b0;
        end else if (flushD) begin
            InstrF_reg    <= 32'b0;
            PCF_reg       <= 32'b0;
            PCPlus4F_reg  <= 32'b0;
        end else if (!EN) begin
            InstrF_reg    <= InstrF;
            PCF_reg       <= PCF;
            PCPlus4F_reg  <= PCPlus4_F;
        end
    end
    assign InstrD    = InstrF_reg;
    assign PCD       = PCF_reg;
    assign PCPlus4D  = PCPlus4F_reg;
endmodule
module instruction_memory(A, RD, rst);
    input [31:0] A;
    input rst;
    output [31:0] RD;
    reg [31:0] memory [0:1023];
    assign RD = (rst == 1'b0)             ? 32'h00000013 :          
                (A[31:2] < 1024)          ? memory[A[31:2]] :
                                            32'h00000013;           
endmodule
module Mux (a,b,s,c);
    input [31:0] a, b;
    input s;
    output [31:0] c;
    assign c = (~s) ? a : b;
endmodule
```
==> flow_summary.yaml <==
# synthesis and place-and-route metrics
timing:
  period_minus_slack_ns: 2.57
  finalCritPeriodShare_pct: 61.2
  fin_setup_tns_ns: 0
  slew_violations: 0
  tightest_slew_ns: 0.832
  rsz0062_at_grt: "false"
  hold_viol: 0
  finalSetupViolCount: 0
  fin_skew_ns: 0.00976
  layout_setup_ws_ns: 1.63
  max_freq_mhz: 389
  slew_headroom_pct: 44.3
floorplan:
  core-area_um2: 10200
  die_w_um: 104
  fp_util_pct: 51.3
  num_rows: 37
  die_h_um: 104
  ios: 134
  chipArea_um2: 10900
routing:
  wl_um: 12000
  vias: 4110
  dr.pass1.iters: 4
  detail-route-antenna-nets: 0
  drt_iter0_drc: 154
  antenna_cells: 0
  viasPerCell: 5.36
  drc: 0
  wire_per_inst_um: 15.7
power:
  switching_power_uw: 654
  seq_power_share_pct: 53.0
  ir_drop_uv: 147
  switching_share_pct: 30.1
  p_clk_share_pct: 27.1
  power.total_mw: 2.17
  cellPowerDensity_nw_per_um2: 343
  p_comb_share_pct: 20.0
  p_leak_nw: 2.80
  p_int_mw: 1.52
synthesis:
  synth.distinct_cells: 42
  ys_cells: 556
  ys_ff: 95
  synth-edff-count: 0
  async_flop_share_pct: 100
  yosysSeqAreaShare_pct: 45.3
  yosys_area_um2: 5250
  syn_area_per_cell_um2: 9.43
  ys_warn_count: 2
  netlist_instances: 556
  flop_cell: "dfrtp_1"
  netlist_area_um2: 5250
critical_path:
  startpoint_type: "input port"
  cp-end-kind: "flip-flop"
  arrival_ns: 2.86
  worstPathRequired_ns: 4.49
  crit_type: "in2reg"
  path_max_fanout: 36
place:
  portBuffers: 104
  post-place-ws_ns: 1.30
  dpl-instance-area_um2: 6140
  place_congestion: 0.817
  place_hpwl_um: 8190
global_route:
  grt_pass1_wl_um: 19800
  antenna_found_initial: 0
  grt_pass1_vias: 3831
  grt_max_degree: 64
  grtUsageTotal_pct: 23.3
  grt-ovfl-total: 0
clock_network:
  hold_buffers: 0
  clockRootBuffer: "clkbuf_8"
  cts_buffer_depth: 2
  cts_buffers: 9
  path_clk_slew_ns: 0.10
  h-tree-depth: 3
  cts_setup_buffers: 0
  cts_sinks: 95
  post_cts_resized: 0
  insertion_delay_ns: 0.36
  cts_tree: "built"
outcome:
  status: "finished, final reports clean"
cells_and_area:
  utilization_pct: 61.9
  final_area_um2: 6330
  n_fill_cell: 870
  drive_above_1_share_pct: 6.18
  area_growth_pct: 20.8
min_path:
  worstHoldPathType: "in2async"
run:
  cap_violations: 0
  log.warning_count: 26
-- worst max-delay path, stage by stage --
cell and delay [ns]:
clkdlybuf4s50_1 0.42, buf_4 0.26, inv_1 0.43, nand2_1 0.38, or3_1 0.45, nand3_1 0.08
-- logic make-up after synthesis --
| group | after synthesis | share of synthesized area [%] |
|---|---|---|
| AND-OR/OR-AND | 113 | 13.3 |
| adder cells (fa/ha/maj) | 1 | 0.239 |
| AND/OR/NAND/NOR | 164 | 16.3 |
| buffers and inverters | 103 | 10.3 |
| flip-flops | 95 | 45.3 |
| XOR/XNOR | 28 | 4.68 |
| other | 1 | 0.0715 |
| multiplexers | 51 | 9.80 |
-- metal layers --
layer / global-route usage, % / wire, um / vias to the layer above
li1: - / - / 1987
met1: 38.7 / 5790 / 1977
met2: 35.1 / 5500 / 135
met3: 3.26 / 625 / 11
met4: 2.45 / 120 / 0
met5: 0 / 0 / -
-- cell usage in the layout, fill, tap and decap left out, types with 3 or more instances in the layout --
| cell | Yosys | layout |
|---|---|---|
| xor2_1 | 10 | 10 |
| mux2_2 | 3 | 3 |
| nor2_1 | 70 | 70 |
| xnor2_1 | 18 | 18 |
| buf_4 | 34 | 7 |
| dfrtp_1 | 95 | 95 |
| nor2b_1 | 8 | 8 |
| inv_1 | 25 | 25 |
| a22oi_1 | 15 | 15 |
| mux2i_1 | 48 | 48 |
| clkdlybuf4s50_1 | 0 | 101 |
| and4_1 | 3 | 3 |
| o21a_1 | 20 | 20 |
| nand3_1 | 15 | 15 |
| nand4_1 | 12 | 12 |
| a2bb2oi_1 | 3 | 3 |
| nor3_1 | 7 | 7 |
| o22ai_1 | 5 | 5 |
| nand2_1 | 29 | 29 |
| conb_1 | 1 | 29 |
| nor3_2 | 3 | 3 |
| and3_1 | 5 | 5 |
| a31oi_1 | 4 | 4 |
| o21ai_0 | 22 | 22 |
| clkbuf_8 | 0 | 11 |
| a21oi_1 | 38 | 38 |
-- stage by stage --
step | hold slack (ns) | cells
5_1_grt | 0.560 | 767
3_3_place_gp | 0.502 | 751
2_1_floorplan | 0.461 | 584
3_5_place_dp | 0.509 | 751
6_report | 0.518 | 767
4_1_cts | 0.533 | 767
-- power groups by stage --
stage,sequential (mW),combinational (mW),clock [mW]
final,1.15,0.433,0.587
after global routing,1.17,0.484,0.642
after CTS,1.15,0.440,0.605
-- path summary, 6_finish.rpt --
| kind | from | end | slack (ns) | cells past startpoint |
|---|---|---|---|---|
| max | stallF | Program_Counter.PC[20]$_DFFE_PN0N_ | 1.63 | 6 |
| min | rst | PCPlus4F_reg[15]$_DFFE_PN0P_ | 0.52 | 1 |
| max reg2reg | Program_Counter.PC[2]$_DFFE_PN0N_ | PCPlus4F_reg[22]$_DFFE_PN0P_ | 1.79 | 6 |
| min reg2reg | PCF_reg[17]$_DFFE_PN0P_ | PCF_reg[17]$_DFFE_PN0P_ | 0.53 | 2 |
| max in group asynchronous | rst | Program_Counter.PC[9]$_DFFE_PN0N_ | 2.67 | 2 |
| min in group clk0 | PCF_reg[17]$_DFFE_PN0P_ | PCF_reg[17]$_DFFE_PN0P_ | 0.53 | 2 |
-- synth_stat cells (4+ instances only) --
cell type / instances / area (um2)
dfrtp_1: 95 / 2380
nor2_1: 70 / 263
mux2i_1: 48 / 480
a21oi_1: 38 / 190
buf_4: 34 / 255
clkbuf_1: 29 / 109
nand2_1: 29 / 109
inv_1: 25 / 93.8
o21ai_0: 22 / 110
o21a_1: 20 / 150
xnor2_1: 18 / 158
a22oi_1: 15 / 113
nand3_1: 15 / 75.1
buf_2: 13 / 65.1
nand4_1: 12 / 75.1
xor2_1: 10 / 87.6
nor2b_1: 8 / 50.1
nor3_1: 7 / 35.0
and3_1: 5 / 31.3
o22ai_1: 5 / 31.3
a31oi_1: 4 / 25.0
-- layout make-up --
cell class,count,area [um2],share of cell area [%]
multi-input cells,386,2430,38.4
flip-flops and latches,95,2380,37.5
repair buffers,109,1070,16.9
well taps,136,170,2.69
clock buffers,11,151,2.39
inverters,25,93.8,1.48
clock inverters,5,40.0,0.632
No activity file was given, so power comes from the tool's default toggle rates.
